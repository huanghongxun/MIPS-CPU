## design/flow/run.sh

```bash
#!/bin/bash
# OpenROAD 26Q1-2900-gdf79404cd8, Yosys 0.63+post, stock flow scripts
make -C /OpenROAD-flow-scripts/flow DESIGN_CONFIG=/design/flow/config.mk WORK_HOME=/design/flow/orfs finish
```

## design/flow/config.mk

```make
export PLATFORM = sky130hd
export DESIGN_NAME = ps2receiver
export DESIGN_NICKNAME = ps2receiver
export VERILOG_FILES = /design/flow/design.v
export SDC_FILE = /design/flow/constraint.sdc
export NUM_CORES = 4
export LEC_CHECK = 1
export CORE_UTILIZATION = 30
```

## design/flow/constraint.sdc

```tcl
current_design ps2receiver

set clk_period 2.9
set clk_io_pct 0.2

create_clock -name clk0 -period $clk_period [get_ports {clk}]

set non_clock_inputs [all_inputs -no_clocks]
set_input_delay [expr $clk_period * $clk_io_pct] -clock clk0 $non_clock_inputs
set_output_delay [expr $clk_period * $clk_io_pct] -clock clk0 [all_outputs]
```

## design/flow/design.v

```verilog
`timescale 1ns / 1ps
module debouncer(
    input clk,
    input I,
    output reg O
    );
    parameter COUNT_MAX=255, COUNT_WIDTH=8;
    reg [COUNT_WIDTH-1:0] count;
    reg Iv=0;
    always@(posedge clk)
        if (I == Iv) begin
            if (count == COUNT_MAX)
                O <= I;
            else
                count <= count + 1'b1;
        end else begin
            count <= 'b0;
            Iv <= I;
        end
endmodule
`timescale 1ns / 1ps
module ps2receiver(
    input clk,
    input kclk,
    input kdata,
    output reg [15:0] keycode=0,
    output reg oflag
    );
    wire kclkf, kdataf;
    reg [7:0]datacur=0;
    reg [7:0]dataprev=0;
    reg [3:0]cnt=0;
    reg flag=0;
debouncer #(
    .COUNT_MAX(19),
    .COUNT_WIDTH(5)
) db_clk(
    .clk(clk),
    .I(kclk),
    .O(kclkf)
);
debouncer #(
   .COUNT_MAX(19),
   .COUNT_WIDTH(5)
) db_data(
    .clk(clk),
    .I(kdata),
    .O(kdataf)
);
always@(negedge(kclkf))begin
    case(cnt)
    0:; 
    1:datacur[0]<=kdataf;
    2:datacur[1]<=kdataf;
    3:datacur[2]<=kdataf;
    4:datacur[3]<=kdataf;
    5:datacur[4]<=kdataf;
    6:datacur[5]<=kdataf;
    7:datacur[6]<=kdataf;
    8:datacur[7]<=kdataf;
    9:flag<=1'b1;
    10:flag<=1'b0;
    endcase
        if(cnt<=9) cnt<=cnt+1;
        else if(cnt==10) cnt<=0;
end
reg pflag;
always@(posedge clk) begin
    if (flag == 1'b1 && pflag == 1'b0) begin
        keycode <= {dataprev, datacur};
        oflag <= 1'b1;
        dataprev <= datacur;
    end else
        oflag <= 'b0;
    pflag <= flag;
end
endmodule
```

==> results.toml <==
# synthesis and place-and-route metrics
[run_status]
status = "complete, no violations"

[yosys]
yosysWarnings = 2
ys_top_logic_family = "simple AND/OR/NAND/NOR gates"
syn-instance-count = 111
ys_cells = 111
top_area_cell = "edfxtp_1"
syn_area_per_cell_um2 = 15.1
ys_sh_aoi_pct = 2.09
synth_cell_types = 22
yosysTopAreaCellShare_pct = 59.0
ys_sh_simple_pct = 12.6
yosysChipArea_mm2 = 0.00168
mux_share_pct = 1.19
syn_area_mm2 = 0.00168
adder_share_pct = 4.47
synth_xor_xnor_area_share_pct = 5.22
ys_seq_share_pct = 73.3
ys_ff = 45
synthTopCellsByArea = "edfxtp_1, dfxtp_1, ha_1"

[worst_hold_path]
hp-class = "reg2reg"
holdPathStages = 0

[cts]
cts_resized = 0
hold_buffers = 0
cts_root_buf = "clkbuf_8"
cts_tree = "yes"
clk_pin_slew_ps = 60
htree_levels = 2
clkLatencyLatePin_ps = 270
cts_max_path_buffers = 2
cts_setup_buffers = 0
cts_buffers = 5

[placement]
place_hpwl_mm = 1.48
gp_congestion = 0.774
port-buffer-count = 19

[power]
power.density_mw_per_mm2 = 436
leakagePower_nw = 0.730
vdd_drop_max_v = 0.000181
power_mw = 0.893

[worst_setup_path]
start_kind = "flip-flop"
arrival_ps = 1080
cp_slowest_cell = "clkdlybuf4s50_1"
reg2reg_depth = 3
endpoint_kind = "output port"
worstPathMaxFanout = 2
max_stage_delay_ps = 460
criticalPathCategory = "reg2out"
worst-path-buf-inv = 1
cpLargestDelayFamily = "buffers and inverters"
crit_chain = "clkdlybuf4s50_1"
cp.depth = 1
cp_data_required_time_ps = 2320

[floorplanning]
fp_util_pct = 32.1
num_rows = 26
die_w_um = 76.8
dieHeight_um = 76.8
core_area_mm2 = 0.00524
pin_count = 20
die_area_mm2 = 0.00590

[final_timing]
tns_ps = 0
slew_violations = 0
hold_viol = 0
unclocked_regs = 13
untimed_endpoints = 35
finalClockPeriodUsage_pct = 57.1
tightest_slew_ps = 580
setup_violations = 0
clock_skew_ps = 1.89
max_slew_margin_pct = 60.9
timing.hold.ws_ps = 449
fmax_ghz = 0.603
rsz0062_at_grt = "false"
min_period_ps = 1660

[global_routing]
grt_max_degree = 18
grt_pass1_vias = 800
grt_remaining_overflow = 0
antenna_found_initial = 0
grt_pass1_wl_mm = 3.58
grt_usage_pct = 7.91

[route]
route.detailed.drc = 0
viasPerCell = 4.09
vias = 854
ant_nets = 0
drt_iter0_drc = 40
avgRoutedWirePerCell_um = 10.0
first_pass_iters = 4
routed_wl_mm = 2.10
insertedDiodeCount = 0

[cells_and_area]
drive_gt1_share_pct = 7.19
syn_to_final_growth_pct = 21.9
layout_top_cell = "edfxtp_1"
final_cell_mix = "edfxtp_1, clkdlybuf4s50_1, nor2_1"

[job]
max-cap-violations = 0
openroad.warnings = 28
## logic make-up (layout without fill, tap and decap cells)
| kind of cell | after synthesis | count (layout) |
|---|---|---|
| AND-OR/OR-AND | 5 | 5 |
| XOR/XNOR | 10 | 10 |
| adder cells (fa/ha/maj) | 6 | 6 |
| buffers and inverters | 5 | 33 |
| flip-flops | 45 | 45 |
| multiplexers | 2 | 2 |
| AND/OR/NAND/NOR | 38 | 38 |
## worst paths after layout
kind	start	to	slack, ps
max	keycode[0]$_DFFE_PP_	keycode[0]	1240
min	keycode[3]$_DFFE_PP_	keycode[11]$_DFFE_PP_	450
max reg2reg	db_clk.count[0]$_SDFFE_PP0P_	db_clk.O$_DFFE_PP_	1490
min reg2reg	keycode[3]$_DFFE_PP_	keycode[11]$_DFFE_PP_	450
## final cells by class
class,instances,area [µm²]
clock buffers,5,68.8
fillers,469,3190
inverters,5,18.8
clock inverters,3,13.8
multi-input cells,61,429
flip-flops and latches,45,1230
repair buffers,20,198
well taps,70,87.6
## per-stage QoR
stage	util, %	instances	instance area [µm²]	worst slack (ps)
detailed placement	37.5	201	1960	1000
CTS	39.1	209	2050	1220
floorplan	-	111	1680	1460
global placement	37.5	201	1960	1070
global route	39.1	209	2050	1180
finish	39.1	209	2050	1240
## layer usage
| metal | part of all wire [%] | up-vias | global-route usage, % |
|---|---|---|---|
| met5 | 0 | - | 0 |
| met4 | 1.8 | 0 | 1.73 |
| met3 | 5.5 | 4 | 2.42 |
| met2 | 43 | 26 | 11.2 |
| met1 | 50 | 379 | 12.7 |
| li1 | - | 445 | - |
## Yosys cell counts
library cell / count
a21bo_2: 1
and2_1: 8
and2b_1: 1
and4bb_1: 1
and4bb_4: 1
dfxtp_1: 12
edfxtp_1: 33
ha_1: 6
inv_1: 5
mux2i_1: 2
nand2b_1: 1
nand3_1: 4
nand3b_1: 1
nor2_1: 15
nor2b_1: 3
nor3_1: 2
o21ai_0: 2
o22ai_1: 1
o32ai_1: 1
or2_1: 1
xnor2_1: 2
xor2_1: 8
## worst reg2reg max path, stage by stage, from the launching register on
cell      delay, ps
dfxtp_1         360
ha_1            240
and4bb_1        330
nor2b_1         190
## sequential cells by signal (all words and copies together), names as in the netlist, 4 cells and up
register,flops
db_data.count,5
datacur,8
db_clk.count,5
cnt,4
keycode,16
## where the power goes
part	internal, mW	total [mW]	leakage, nW	switching [mW]
clock network	0.162	0.307	0.0453	0.145
logic	0.0307	0.0611	0.273	0.0304
registers	0.505	0.525	0.412	0.0202
total	0.698	0.893	0.730	0.196
Power is estimated from default activity; no workload was simulated.
