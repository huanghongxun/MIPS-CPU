`./design.v`:
```
`timescale 1ns / 1ps
module uart_transmit_debouncing #(
    parameter threshold = 100000  
)(
    input clk,  
    input btn1,  
    output reg transmit  
    );
    reg button_ff1 = 0;  
    reg button_ff2 = 0;  
    reg [30:0]count = 0;  
    always @(posedge clk)
    begin
        button_ff1 <= btn1;
        button_ff2 <= button_ff1;
    end
    always @(posedge clk)
    begin 
        if (button_ff2)  
        begin
            if (~&count)  
                count <= count + 1;  
        end else begin
            if (|count)  
                count <= count - 1;  
        end
        if (count > threshold)  
            transmit <= 1;  
        else
            transmit <= 0;  
    end
endmodule
```
`./run.sh`:
```
#!/bin/bash
# OpenROAD 26Q1-2900-gdf79404cd8, Yosys 0.63+post, stock flow scripts
make -C /OpenROAD-flow-scripts/flow DESIGN_CONFIG=/design/flow/config.mk WORK_HOME=/design/flow/orfs finish
```
`./config.mk`:
```
export PLATFORM = sky130hd
export DESIGN_NAME = uart_transmit_debouncing
export DESIGN_NICKNAME = uart_transmit_debouncing
export VERILOG_FILES = /design/flow/design.v
export SDC_FILE = /design/flow/constraint.sdc
export NUM_CORES = 4
export LEC_CHECK = 1
export CORE_UTILIZATION = 50
```
`./constraint.sdc`:
```
current_design uart_transmit_debouncing

set clk_period 10.5
set clk_io_pct 0.2

create_clock -name clk0 -period $clk_period [get_ports {clk}]

set non_clock_inputs [all_inputs -no_clocks]
set_input_delay [expr $clk_period * $clk_io_pct] -clock clk0 $non_clock_inputs
set_output_delay [expr $clk_period * $clk_io_pct] -clock clk0 [all_outputs]
```
==> reports/summary.txt <==
CTS Buf Count - 5
EDFF count, synth - 31
crit path DAT - 3.18 ns
LEAKAGE - 0.00122 uW
met3 wire len - 274 um
status - finished, final reports clean
GP Congestion - 0.876
RSZ-0062 raised after global routing - false
Log Warnings - 25
YS warnings - 1
die height - 76.9 um
Max FO, Critical Path - 25
number of synthesized register bits - 34
Max Used Layer - met4
final setup fails - 0
Pre-antenna DRT Iters - 4
final cell count without fillers - 364
Worst Skew - 0.00527 ns
# fillers - 496
number of global-route vias before repair - 2077
total power - 1030 uW
first-pass GRT wire length - 10300 um
H-tree Lvls - 2
VDD IR-drop max - 0.168 mV
sw frac - 43.8%
setup TNS - 0 ns
most numerous logic cell after layout - edfxtp_1
final-report max-slew violation count - 0
Pwr Density - 343 nW/um^2
Die ar. - 5920 sq um
Critical Path Max Stage Delay - 0.44 ns
Seq pwr share - 31.2%
Highest Clock Rate - 317 MHz
die width - 76.9 um
period utilization - 30.0%
slowest cell on the critical path - dfxtp_1
synthesis area per yosys - 2810 sq um
FF+latch area - 991 sq um
DRC Markers - 0
internal power - 581 uW
Psw - 452 uW
most numerous logic cells after layout - edfxtp_1, ha_1, a21oi_1
logic area - 1770 sq um
setup bufs post-CTS - 0
Unique cell types - 55
DR vias - 2223
post_cts resized - 0
synthesized area - 2810 sq um
number of cell rows - 26
Post-DP HPWL - 4650 um
layout cells sized above 1 - 8.16%
critical path class - register to register
cells in synth_stat.txt - 286
Logic pwr share - 58.8%
Worst Hold Slack - 0.349 ns
final WL - 6100 um
Mean Syn Cell Area - 9.82 sq um
area grow syn2layout - 7.22%
Worst Hold Class - register to register
Worst-Margin Slew - 0.560 ns
Setup crit end kind - register
final instance area - 3010 sq um
Final min period - 3.15 ns
Core ar. - 5270 sq um
root buffer cell - clkbuf_8
placed cell areas - 2920 sq um
met2 WL - 2520 um
clk slew on worst S/H paths - 0.07 ns
antenna violations before repair - 0
CTS tree - yes
IO Port Bufs - 2
clk buf depth - 2
Synth async-reset ratio - 0%
Clk network pwr share - 10.1%
relative slew slack - 62.3%
IO Count - 3
CP required - 10.53 ns
Init Core Util - 53.3%
DRT met1 WL - 3280 um
drt via density - 6.11
Iteration-0 DRC Markers - 81
clk sinks - 34
Fin. Hold Viols - 0
clk latency late pin - 0.29 ns
diode count - 0
largest net degree at the start of global routing - 26
max_cap viols - 0
Synth Seq Share - 35.3%
CP cell instances - inv_1 -> buf_4 -> ha_1 -> a211o_1 -> a31o_1 -> a221oi_1 -> nand2_1 -> a41o_1 -> a41oi_2 -> o21ai_1 -> xor2_1
ANT nets after route - 0
Critical Path Start Type - register
total grt overflow - 0
placed cells - 356
drt wl/cell - 16.8 um
CTS Hold Bufs - 0
GRT Resource Usage Total - 22.9%
Most common reg cell - edfxtp_1
Post-Synthesis Cells - 286
## power by group through the flow
stage	logic, uW	clock network [uW]	registers (uW)
CTS	604	107	321
global route	678	111	331
finish	607	104	322
## logic make-up (layout without fill, tap and decap cells)
group	after synthesis	in the layout	synth area share (%)
and+or+nand+nor	98	98	18.7
AOI/OAI and AO/OA	86	86	22.1
DFF	34	34	35.3
adders and majority gates	30	30	13.6
xor gates and xnor gates	25	25	7.80
buffers and inverters	12	20	2.14
muxes	1	1	0.357
## per-layer routing
layer  up-vias  GRT usage, %
met5         -             0
met4         0          1.73
met3         2          4.72
met2        25          31.1
met1      1053          40.6
li1       1143             -
## cell type report
| type | count | share of cell area (%) |
|---|---|---|
| clock buffer | 6 | 2.74 |
| multi-input combinational | 240 | 58.9 |
| sequential | 34 | 32.9 |
| tap | 70 | 2.91 |
| clock inverter | 2 | 0.416 |
| timing repair buffer | 4 | 1.16 |
| inverter | 8 | 0.998 |
## state kept, by name, summed over array words and instances (netlist names)
| name | count |
|---|---|
| count | 31 |
| button_ff2 | 1 |
| button_ff1 | 1 |
| transmit | 1 |
## metrics by stage
step	utilization, %	setup WS (ns)
2_1_floorplan	-	7.43
3_3_place_gp	55.3	7.42
3_5_place_dp	55.3	7.36
4_1_cts	57.1	7.35
5_1_grt	57.1	7.14
6_report	57.1	7.35
## cell usage after synthesis (3+ instances only)
cell / count / area share (%)
a21o_1: 14 / 3.7
a21oi_1: 21 / 3.7
a31o_1: 3 / 0.94
a31oi_1: 3 / 0.67
and2_1: 5 / 1.1
and3_1: 7 / 1.6
dfxtp_1: 3 / 2.1
edfxtp_1: 31 / 33
ha_1: 29 / 13
inv_1: 8 / 1.1
nand2_1: 16 / 2.1
nand3_1: 5 / 0.89
nand4_1: 16 / 3.6
nor2_1: 19 / 2.5
nor2b_1: 4 / 0.89
nor3_1: 9 / 1.6
nor4_1: 7 / 1.6
o21a_1: 7 / 1.9
o21ai_0: 8 / 1.4
o21ai_1: 5 / 0.89
xnor2_1: 16 / 5.0
xor2_1: 9 / 2.8
## worst max-delay path, delay by kind of cell, from the launching register on
kind                       cells  cell delay [ns]
DFF                            1             0.44
buffers and inverters          2             0.41
adders and majority gates      1             0.44
and+or+nand+nor                1             0.09
AOI/OAI and AO/OA              6             1.36
xor gates and xnor gates       1             0.14
## final timing paths
check | startpoint | end | slack [ns] | cells after the start
setup / recovery | button_ff2 | count[27] | 7.35 | 11
hold / removal | button_ff1 | button_ff2 | 0.35 | 0
setup reg to reg | button_ff2 | count[27] | 7.35 | 11
hold reg to reg | button_ff1 | button_ff2 | 0.35 | 0
Power is estimated from default activity; no workload was simulated.
