===== flow/config.mk =====
export PLATFORM = sky130hd
export DESIGN_NAME = uart_buf_con
export DESIGN_NICKNAME = uart_buf_con
export VERILOG_FILES = /design/flow/design.v
export SDC_FILE = /design/flow/constraint.sdc
export NUM_CORES = 4
export LEC_CHECK = 1
export CORE_AREA = 10 10 114 114
export DIE_AREA = 0 0 124 124

===== flow/constraint.sdc =====
current_design uart_buf_con

set clk_period 4.2
set clk_io_pct 0.2

create_clock -name clk0 -period $clk_period [get_ports {clk}]

set non_clock_inputs [all_inputs -no_clocks]
set_input_delay [expr $clk_period * $clk_io_pct] -clock clk0 $non_clock_inputs
set_output_delay [expr $clk_period * $clk_io_pct] -clock clk0 [all_outputs]

===== flow/design.v =====
`timescale 1ns / 1ps
module uart_buf_con(
    input             clk,
    input      [ 2:0] bcount,
    input      [31:0] tbuf,
    input             start,
    output            ready,
    output reg        tstart=0,
    input             tready,
    output reg [ 7:0] tbus=0
    );
    reg [2:0] sel=0;
    reg [31:0] pbuf=0;
    reg running=0;
    initial tstart <= 'b0;
    initial tbus <= 'b0;
    always@(posedge clk)
        if (tready == 1'b1) begin
            if (running == 1'b1) begin
                if (sel == 4'd1) begin
                    running <= 1'b0;
                    sel <= bcount + 2'd2;
                end else begin
                    sel <= sel - 1'b1;
                    tstart <= 1'b1;
                    running <= 1'b1;
                end
            end else begin
                if (bcount != 2'b0) begin
                    pbuf <= tbuf;
                    tstart <= start;
                    running <= start;
                    sel <= bcount + 2'd2;
                end
            end
        end else
            tstart <= 1'b0;
    assign ready = ~running;
    always@(sel, pbuf)
        case (sel)
        1: tbus <= 8'd13;
        2: tbus <= 8'd10;
        3: tbus <= pbuf[7:0];
        4: tbus <= pbuf[15:8];
        5: tbus <= 8'd32;
        6: tbus <= pbuf[23:16];
        7: tbus <= pbuf[31:24];
        default: tbus <= 8'd0;
        endcase
endmodule

===== flow/run.sh =====
#!/bin/bash
# OpenROAD 26Q1-2900-gdf79404cd8, Yosys 0.63+post, stock flow scripts
make -C /OpenROAD-flow-scripts/flow DESIGN_CONFIG=/design/flow/config.mk WORK_HOME=/design/flow/orfs finish

==> run summary <==
Summary of the current implementation state.

- The die covers 15400 µm².
- STA classifies the critical path startpoint as a flip-flop.
- Cell internal power was estimated by the tool at 0.000695 W.
- The total routed wirelength is approximately 4000 µm, for reference.
- The total overflow left after global routing is 0.
- Per the synthesis report, the number of distinct cell types is 30.
- The number of gates resized after cts is 0, for reference.
- The share of post-route cells with drive strength above 1 is 8.05%, for reference.
- The most used standard cell by instance count after synthesis is sky130_fd_sc_hd__edfxtp_1, for reference.
- The main area contributors are sky130_fd_sc_hd__edfxtp_1 69%, sky130_fd_sc_hd__ha_1 4.0%, sky130_fd_sc_hd__a222oi_1 3.9%.
- Per the finish-stage timing summary, setup violations number 0.
- The critical path in the final layout is reported with a setup slack of 1.19 ns.
- For this run, the top clock speed supported by timing is 332 MHz.
- In the synthesized netlist the async set-or-reset flop fraction comes to 0%.
- Per the placement log, port buffering inserted 47 buffers.
- The critical path capture point type is a primary output, for reference.
- Before any placement, the netlist area is recorded as roughly 1600 µm².
- The switching share of total power is 22.0%, for reference.
- The pre-antenna-repair detailed-routing pass consisted of 4 iterations.
- The number of vias in the routed layout is around 1000, for reference.
- In the hold timing report, the worst path depth is 2.
- The number of remaining DRC errors is 0, for reference.
- The wire length of the first global-routing pass is 6110 µm, for reference.
- The number of register bits inferred by synthesis is 37, for reference.
- The number of buffers inserted by post-CTS setup repair is 0, for reference.
- The count of standard-cell rows is 37, for reference.
- The final count of hold timing violations is 0, for reference.
- The clock tree from TritonCTS is yes, for reference.
- The die width is around 120 µm, for reference.
- The transition time recorded at the tightest slew-check pin is between 0.4 and 0.5 ns.
- The warning tally printed by Yosys for this design is 1.
- The placer's final routability congestion estimate is 0.764, for reference.
- The start point of the critical path is sel[0]$_DFFE_PP_, for reference.
- The sequential element share of the synthesized area is 70.7%, for reference.
- The worst register-to-register path has a setup slack of 2.52 ns.
- The number of antenna violations at the first check in global routing is 0.
- The antenna diode count is 0, for reference.
- CTS saw 37 sinks.
- Entering global routing, the biggest net connects 33 pins.
- In the synthesized netlist, the cells that appear most often are 36 x sky130_fd_sc_hd__edfxtp_1, 8 x sky130_fd_sc_hd__a21oi_1, 6 x sky130_fd_sc_hd__a222oi_1.
- For this block, the initial DRC count from the detailed router was 68.
- The total cell area reported by yosys after synthesis is 1560 µm², for reference.
- Global routing used ~5.3% of the available tracks.
- The final critical path takes up 71.8% of the cycle.
- The height of the die is 124 µm, for reference.
- Once the floorplan was initialized, standard cells occupied between 10% and 20% of the core.
- The part of the power in the clock network is 34.2%, for reference.
- The number of levels in the clock H-tree is 2, for reference.
- The post-synthesis to final-layout area growth is 46.0%, for reference.
- The run finished with clean final reports.
- Yosys mapped a number of flops with a built-in enable equal to 36.
- The synthesized design devotes to its leading area cell type a little over two thirds of total area.
- The biggest fanout along the worst timing path is 10, for reference.
- The count of nets left with antenna violations once routing finished came out at 0.
- STA puts the critical path data required time at 3.36 ns.
- Setup repair after global routing left no endpoint under its margin.
- The OpenROAD report gives the critical path a data arrival time of 2.17 ns.
- The clock transition at the registers of the reported paths is 0.07 ns, for reference.
- In this run the standard cell core region covers 10400 µm².
- The worst setup slack before clock tree synthesis is 1.48 ns, for reference.
- The cell total in the yosys stat output is 98, for reference.
- Looking at the setup timing report, the critical path kind is flip-flop to primary output.
- The capture point of the worst path is tbus[5], for reference.
- The clock tree root driver cell is sky130_fd_sc_hd__clkbuf_8, for reference.
- The worst flop-to-flop path startpoint is sel[1]$_DFFE_PP_, for reference.
- The smallest clock period supported by the final layout is computed as about 3 ns.
- The leakage power in the latest report is approximately 0.77 nW.
- The wire length per cell after detailed routing is 14.3 µm, for reference.
- STA reports the tightest min-delay check as being of type flip-flop to flip-flop.
- The script computed a power per unit cell area of 392 nW/µm².
- The setup TNS is 0 ns, for reference.
- The number of buffers on the longest clock path is 2, for reference.
- The synthesized netlist handed to floorplanning was reported with a cell count of 98.
- The number of vias per cell is 3.53, for reference.
- Once detailed placement completed, the half-perimeter wirelength came to 3110 µm.
- Sequential cells burn roughly 50% of the power.
- Across all stage logs, warnings added up to 29.
- The endpoint identified for the worst register-to-register timing path is sel[0]$_DFFE_PP_.
- The floorplan report gives the top-level pin count as 48.
- The worst IR drop on VDD is between 0.15 and 0.2 mV, for reference.
- Looking at the power breakdown, combinational cells take ~16% of the total.
- On the final layout, the worst clock skew is 0.00633 ns.
- Per the synth stats, the flop cell with the highest instance count is sky130_fd_sc_hd__edfxtp_1.
- Across all checked pins, the minimum headroom to the slew limit is 69.4%.
- The biggest area contributor in the post-synthesis netlist is sky130_fd_sc_hd__edfxtp_1.
- The worst-case reg-to-reg path depth is 5, for reference.
- The reported net switching power is just under 0.0002 W, for reference.
- The skew report gives the latency at the later pin of the worst-skew pair as ~0.29 ns.
- The final max-slew violation count recorded for this run is 0.
- The synthesized area divided by synthesized cell count is 15.9 µm², for reference.
- The total clock buffers created by CTS is 5, for reference.
- The post-CTS hold buffer count recorded in the log is 0.
- The number of max-cap violations is 0, for reference.
- The number of global-route vias before repair is 1072, for reference.
-- power groups by stage --
stage	combinational, W	clock [W]	sequential, W
6_report	0.000142	0.000304	0.000444
4_1_cts	0.000145	0.000315	0.000444
5_1_grt	0.000158	0.000329	0.000446
-- final cells by class --
class                           instances  area [µm²]
Timing Repair Buffer                   48         478
Sequential cell                        37        1100
Inverter                                5        18.8
Fill cell                            1083        8140
Tap cell                              136         170
Multi-Input combinational cell         51         393
Clock inverter                          2        38.8
Clock buffer                            6        72.6
-- registers in the layout, summed over array words and instances (netlist names) --
signal   count
running      1
tstart       1
sel          3
pbuf        32
-- cells in the final DEF (no fill, tap or decap) --
| cell | n |
|---|---|
| sky130_fd_sc_hd__a211oi_1 | 3 |
| sky130_fd_sc_hd__a21o_1 | 1 |
| sky130_fd_sc_hd__a21oi_1 | 8 |
| sky130_fd_sc_hd__a221o_1 | 1 |
| sky130_fd_sc_hd__a222oi_1 | 6 |
| sky130_fd_sc_hd__a22o_1 | 2 |
| sky130_fd_sc_hd__a22oi_1 | 1 |
| sky130_fd_sc_hd__and2_1 | 1 |
| sky130_fd_sc_hd__and2b_1 | 1 |
| sky130_fd_sc_hd__and3_2 | 1 |
| sky130_fd_sc_hd__buf_4 | 1 |
| sky130_fd_sc_hd__bufinv_16 | 1 |
| sky130_fd_sc_hd__clkbuf_1 | 1 |
| sky130_fd_sc_hd__clkbuf_8 | 5 |
| sky130_fd_sc_hd__clkdlybuf4s50_1 | 47 |
| sky130_fd_sc_hd__clkinv_4 | 1 |
| sky130_fd_sc_hd__dfxtp_1 | 1 |
| sky130_fd_sc_hd__edfxtp_1 | 36 |
| sky130_fd_sc_hd__ha_1 | 5 |
| sky130_fd_sc_hd__inv_1 | 5 |
| sky130_fd_sc_hd__mux2_4 | 1 |
| sky130_fd_sc_hd__mux2i_1 | 1 |
| sky130_fd_sc_hd__nand2_1 | 4 |
| sky130_fd_sc_hd__nand2b_2 | 1 |
| sky130_fd_sc_hd__nand3_1 | 1 |
| sky130_fd_sc_hd__nor2_1 | 2 |
| sky130_fd_sc_hd__nor2b_1 | 1 |
| sky130_fd_sc_hd__nor3_1 | 2 |
| sky130_fd_sc_hd__nor4_1 | 1 |
| sky130_fd_sc_hd__nor4_4 | 1 |
| sky130_fd_sc_hd__o21ai_1 | 3 |
| sky130_fd_sc_hd__o21bai_1 | 1 |
| sky130_fd_sc_hd__o31ai_1 | 1 |
| sky130_fd_sc_hd__xor2_1 | 1 |
-- cells by family after synthesis --
kind of cell    Yosys count  synth area share (%)
buf+inv                  10                  4.02
flops                    37                  70.7
simple gates             16                  6.51
xor+xnor                  1                 0.563
mux                       2                  1.61
compound gates           27                  12.5
fa+ha+maj                 5                  4.02
-- through the flow --
step,cells,utilization (%),hold WS [ns],instance area (µm²),power (W)
after floorplan,98,-,0.407,1560,0.000510
after global placement,277,20.7,0.438,2160,0.000595
after detailed placement,277,20.7,0.437,2160,0.000596
after CTS,285,21.8,0.451,2270,0.000905
after global routing,285,21.8,0.483,2270,0.000933
final,285,21.8,0.450,2270,0.000890
-- routing by layer --
metal | share of wire [%] | wire (µm) | vias to the layer above | GRT usage [%]
li1 | - | - | 486 | -
met5 | 0 | 0 | - | 0
met3 | 6.1 | 249 | 4 | 1.84
met4 | 1.2 | 48 | 0 | 0.647
met1 | 44 | 1800 | 473 | 6.87
met2 | 48 | 1980 | 44 | 8.71
-- how the worst min path moves through the flow --
stage | from | end | slack [ns]
4_1_cts | tstart$_SDFFE_PN0P_ | tstart$_SDFFE_PN0P_ | 0.45
5_1_grt | tstart$_SDFFE_PN0P_ | tstart$_SDFFE_PN0P_ | 0.48
6_report | tstart$_SDFFE_PN0P_ | tstart$_SDFFE_PN0P_ | 0.45
-- worst max-delay path: stages (launching register included) --
cell	delay, ns
sky130_fd_sc_hd__edfxtp_1	0.43
sky130_fd_sc_hd__inv_1	0.15
sky130_fd_sc_hd__ha_1	0.41
sky130_fd_sc_hd__a22oi_1	0.15
sky130_fd_sc_hd__a21oi_1	0.15
sky130_fd_sc_hd__a21o_1	0.10
sky130_fd_sc_hd__clkdlybuf4s50_1	0.50
Power and IR drop assume default switching activity.
