===== ./config.mk =====
export PLATFORM = sky130hd
export DESIGN_NAME = uart_tx
export DESIGN_NICKNAME = uart_tx
export VERILOG_FILES = /design/flow/design.v
export SDC_FILE = /design/flow/constraint.sdc
export NUM_CORES = 4
export LEC_CHECK = 1
export CORE_AREA = 10 10 105 105
export DIE_AREA = 0 0 115 115

===== ./constraint.sdc =====
current_design uart_tx

set clk_period 3.7
set clk_io_pct 0.2

create_clock -name clk0 -period $clk_period [get_ports {clk}]

set non_clock_inputs [all_inputs -no_clocks]
set_input_delay [expr $clk_period * $clk_io_pct] -clock clk0 $non_clock_inputs
set_output_delay [expr $clk_period * $clk_io_pct] -clock clk0 [all_outputs]

===== ./design.v =====
`timescale 1ns / 1ps
module uart_tx(
    input       clk   ,
    input [7:0] tbus  ,
    input       start,
    output      tx    ,
    output      ready 
    );
    parameter CD_MAX=10416, CD_WIDTH=16;
    reg [CD_WIDTH-1:0] cd_count=0;
    reg [3:0] count=0;
    reg running=0;
    reg [10:0] shift=11'h7ff;
    always@(posedge clk) begin
        if (running == 1'b0) begin
            shift <= {2'b11, tbus, 1'b0};
            running <= start;
            cd_count <= 'b0;
            count <= 'b0;
        end else if (cd_count == CD_MAX) begin
            shift <= {1'b1, shift[10:1]};
            cd_count <= 'b0;
            if (count == 4'd10) begin
                running <= 1'b0;
                count <= 'b0;
            end
            else
                count <= count + 1'b1;
        end else
            cd_count <= cd_count + 1'b1;
    end
    assign tx = (running == 1'b1) ? shift[0] : 1'b1;
    assign ready = ((running == 1'b0 && start == 1'b0) || (cd_count == CD_MAX && count == 4'd10)) ? 1'b1 : 1'b0;
endmodule

===== ./run.sh =====
#!/bin/bash
# OpenROAD 26Q1-2900-gdf79404cd8, Yosys 0.63+post, stock flow scripts
make -C /OpenROAD-flow-scripts/flow DESIGN_CONFIG=/design/flow/config.mk WORK_HOME=/design/flow/orfs finish

==> impl_metrics.xml <==
<?xml version="1.0" encoding="UTF-8"?>
<metrics>
  <group name="drt">
    <metric name="route.detailed.vias_per_inst" unit="">3.842</metric>
    <metric name="detail_route.wl_per_cell" unit="um">9.553</metric>
    <metric name="drc" unit="">0</metric>
    <metric name="number_of_antenna_repair_diodes" unit="">0</metric>
    <metric name="ant_nets" unit="">0</metric>
    <metric name="vias" unit="">1022</metric>
    <metric name="detailedRoute.firstIterationViolations" unit="">98</metric>
    <metric name="finalWirelength" unit="um">2541</metric>
    <metric name="detailedRoute.firstPassIterationCount" unit="">4</metric>
  </group>
  <group name="placed_design">
    <metric name="gpl.final_weighted_congestion" unit="">0.8130</metric>
    <metric name="number_of_instances_in_the_placed_design" unit="">258</metric>
    <metric name="dpl_worst_slack" unit="ps">1075</metric>
    <metric name="dp_hpwl" unit="um">1716</metric>
    <metric name="placedInstanceArea" unit="um2">1612</metric>
    <metric name="port-buffer-count" unit="">11</metric>
  </group>
  <group name="status">
    <metric name="status" unit="">completed</metric>
  </group>
  <group name="floorplanning">
    <metric name="chip_area" unit="um2">13230</metric>
    <metric name="placementRows" unit="">34</metric>
    <metric name="die_w" unit="um">115</metric>
    <metric name="fp.dieH" unit="um">115</metric>
    <metric name="floorplan.core_area" unit="um2">8763</metric>
    <metric name="boundaryPins" unit="">12</metric>
    <metric name="initial_core_util" unit="%">15.83</metric>
  </group>
  <group name="cts">
    <metric name="clock_latency" unit="ps">280</metric>
    <metric name="cts_hold_repair.buffers" unit="">0</metric>
    <metric name="cts-htree-levels" unit="">2</metric>
    <metric name="clock_root_buffer_master" unit="">clkbuf_8</metric>
    <metric name="post_cts_resized" unit="">0</metric>
    <metric name="clk_buf_depth" unit="">2</metric>
    <metric name="cts_setup_buffers" unit="">0</metric>
    <metric name="clkSinkCount" unit="">30</metric>
    <metric name="cts_made_buffers" unit="">5</metric>
    <metric name="clkSlewWorstSetupHoldPaths" unit="ps">60</metric>
    <metric name="tritoncts" unit="">built</metric>
  </group>
  <group name="timing">
    <metric name="fin_crit" unit="ps">2927</metric>
    <metric name="fmax" unit="MHz">341.7</metric>
    <metric name="transition_at_the_pin_with_the_smallest_max_transition_slack" unit="ps">813.8</metric>
    <metric name="timing.final.ws_setup" unit="ps">773.2</metric>
    <metric name="slew-limit-headroom" unit="%">45.62</metric>
    <metric name="rsz0062_at_grt" unit="">no</metric>
    <metric name="timing.final.max_slew_violations" unit="">0</metric>
    <metric name="holdWs" unit="ps">479.2</metric>
    <metric name="final-setup-viol-count" unit="">0</metric>
    <metric name="final.setup_skew" unit="ps">7.510</metric>
    <metric name="finalHoldViolCount" unit="">0</metric>
    <metric name="post-route-period-util" unit="%">79.10</metric>
    <metric name="timing.setup.tns" unit="ps">0</metric>
  </group>
  <group name="setup_path">
    <metric name="worst-endpoint-arrival" unit="ps">2190</metric>
    <metric name="setup.worst_path.class" unit="">register to output pin</metric>
    <metric name="reg2reg_setup_slack" unit="ps">1380</metric>
    <metric name="critical_path.max_fanout" unit="">17</metric>
    <metric name="required" unit="ps">2960</metric>
    <metric name="worstSetupStartpointType" unit="">register</metric>
    <metric name="setup.worst_path.end_class" unit="">output pin</metric>
    <metric name="path_cells" unit="">inv_1 &gt; ha_1 &gt; nor3b_1 &gt; nand4_2 &gt; o22ai_1 &gt; clkdlybuf4s50_1</metric>
    <metric name="crit_slowest_cell" unit="">clkdlybuf4s50_1</metric>
    <metric name="crit_path_max_incr_delay" unit="ps">490</metric>
    <metric name="timing.reg2reg.worst_path_depth" unit="">5</metric>
  </group>
  <group name="global_routing">
    <metric name="antenna_violations_before_repair" unit="">0</metric>
    <metric name="globalRouteOverflowTotal" unit="">0</metric>
    <metric name="grt_usage" unit="%">3.969</metric>
    <metric name="maximum_number_of_pins_on_one_net_before_global_route_repair" unit="">24</metric>
    <metric name="grt_pass1_vias" unit="">962</metric>
    <metric name="grt_first_pass_wirelength" unit="um">4429</metric>
  </group>
  <group name="logic_synthesis">
    <metric name="top_cells_area" unit="">dfxtp_1, edfxtp_1, xnor2_1</metric>
    <metric name="postSynthSeqShare" unit="%">49.05</metric>
    <metric name="synth_area_leader_cell" unit="">dfxtp_1</metric>
    <metric name="synth_area_per_cell" unit="um2">9.636</metric>
    <metric name="yosys_area" unit="um2">1388</metric>
    <metric name="syn_inst" unit="">144</metric>
    <metric name="ys_cells" unit="">144</metric>
    <metric name="synth_cell_types" unit="">33</metric>
    <metric name="syn_area" unit="um2">1388</metric>
    <metric name="synth_flops" unit="">30</metric>
    <metric name="yosysWarningCount" unit="">1</metric>
    <metric name="synthDominantCellAreaShare" unit="%">31.74</metric>
  </group>
  <group name="pwr">
    <metric name="power-per-cell-area" unit="nW/um2">473.4</metric>
    <metric name="vdd_drop_max" unit="mV">0.1197</metric>
    <metric name="static-leakage-power" unit="nW">0.6079</metric>
    <metric name="power" unit="mW">0.8061</metric>
  </group>
  <group name="cells_and_area">
    <metric name="fin_area" unit="um2">1703</metric>
    <metric name="n_fill_cell" unit="">963</metric>
    <metric name="area_delta_synth_final" unit="%">22.72</metric>
    <metric name="post-route-util" unit="%">19.43</metric>
    <metric name="stdcell_count" unit="">266</metric>
    <metric name="drive_gt1_share" unit="%">8.228</metric>
  </group>
  <group name="job">
    <metric name="stage_log_warnings" unit="">26</metric>
    <metric name="maxCapViolCount" unit="">0</metric>
  </group>
  <group name="min_path">
    <metric name="whs_path_cells" unit="">1</metric>
    <metric name="hold_class" unit="">register to register</metric>
  </group>
</metrics>
metal layers:
layer	global-route usage (%)	share of wire (%)	wire length (um)	vias up
met2	5.368	40	1024	26
met5	0	0	0	-
met1	5.339	48	1209	464
li1	-	-	-	532
met3	2.690	12	308	0
met4	0.3300	0	0	0
path summary, 6_finish.rpt:
path	start	end
worst max-delay path	cd_count[0]	ready
worst min-delay path	cd_count[0]	cd_count[0]
worst max register to register	cd_count[0]	shift[1]
worst min register to register	cd_count[0]	cd_count[0]
worst max-delay path, delay by kind of cell, from the launching register on:
kind	cells	cell delay, ps
AND-OR/OR-AND	1	240
adder cells (fa/ha/maj)	1	140
buffers and inverters	2	560
flip-flops	1	340
AND/OR/NAND/NOR	2	630
cell usage in the layout, fill, tap and decap left out, types with 3 or more instances in the layout:
cell type	netlist	final
clkbuf_8	0	6
clkdlybuf4s50_1	0	11
dfxtp_1	22	22
edfxtp_1	8	8
inv_1	7	7
nand2_1	14	14
nand3_1	6	6
nand4_1	3	3
nor2_1	21	21
nor3_1	5	5
nor4_1	4	4
o21ai_0	3	3
o2bb2ai_1	7	7
xnor2_1	13	13
flip-flops by register name, summed over array words and instances (netlist names):
name      count
cd_count     16
count         4
running       1
shift         9
area by class of cell:
type	instances	area (um2)	share of cell area (%)
flip-flops and latches	30	680.7	39.97
multi-input cells	102	659.4	38.72
well taps	108	135.1	7.935
repair buffers	11	110.1	6.466
clock buffers	7	86.33	5.070
inverters	7	26.28	1.543
clock inverters	1	5.005	0.2939
kinds of logic (layout without fill, tap and decap cells):
group / Yosys count / after routing / synth area share, %
DFF: 30 / 30 / 49.05
and+or+nand+nor: 69 / 69 / 27.77
buffers and inverters: 12 / 26 / 3.427
adders and majority gates: 2 / 2 / 1.803
muxes: 1 / 1 / 0.7214
AOI/OAI and AO/OA: 16 / 16 / 8.386
xor gates and xnor gates: 14 / 14 / 8.837
power breakdown:
part | internal, mW | total, mW | switching, mW
sequential | 0.375 | 0.422 | 0.0476
clock | 0.150 | 0.265 | 0.115
combinational | 0.0627 | 0.119 | 0.0562
total | 0.587 | 0.806 | 0.219
cell usage after synthesis:
| cell type | n |
|---|---|
| a21boi_0 | 2 |
| a21oi_1 | 1 |
| a31oi_1 | 1 |
| and3_1 | 2 |
| and4bb_2 | 2 |
| buf_2 | 2 |
| clkbuf_1 | 3 |
| dfxtp_1 | 22 |
| edfxtp_1 | 8 |
| ha_1 | 2 |
| inv_1 | 7 |
| mux2i_1 | 1 |
| nand2_1 | 14 |
| nand2b_1 | 1 |
| nand3_1 | 6 |
| nand3b_1 | 2 |
| nand4_1 | 3 |
| nand4_2 | 2 |
| nor2_1 | 21 |
| nor2b_1 | 2 |
| nor3_1 | 5 |
| nor3b_1 | 1 |
| nor4_1 | 4 |
| nor4b_4 | 1 |
| nor4bb_1 | 1 |
| o211ai_1 | 1 |
| o21ai_0 | 3 |
| o22ai_1 | 1 |
| o2bb2ai_1 | 7 |
| or3_2 | 1 |
| or4b_1 | 1 |
| xnor2_1 | 13 |
| xor2_1 | 1 |
Power and IR drop assume default switching activity.
