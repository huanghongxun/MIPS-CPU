## design/flow/run.sh

```bash
#!/bin/bash
# OpenROAD 26Q1-2900-gdf79404cd8, Yosys 0.63+post, stock flow scripts
make -C /OpenROAD-flow-scripts/flow DESIGN_CONFIG=/design/flow/config.mk WORK_HOME=/design/flow/orfs finish
```

## design/flow/config.mk

```make
export PLATFORM = sky130hd
export DESIGN_NAME = bin2ascii
export DESIGN_NICKNAME = bin2ascii
export VERILOG_FILES = /design/flow/design.v
export SDC_FILE = /design/flow/constraint.sdc
export NUM_CORES = 4
export LEC_CHECK = 1
export CORE_AREA = 10 10 70 70
export DIE_AREA = 0 0 80 80
```

## design/flow/constraint.sdc

```tcl
current_design bin2ascii

set clk_period 1.4
set clk_io_pct 0.2

create_clock -name clk0 -period $clk_period

set non_clock_inputs [all_inputs -no_clocks]
set_input_delay [expr $clk_period * $clk_io_pct] -clock clk0 $non_clock_inputs
set_output_delay [expr $clk_period * $clk_io_pct] -clock clk0 [all_outputs]
```

## design/flow/design.v

```verilog
`timescale 1ns / 1ps
module bin2ascii(
    input [NBYTES*8-1:0] I,
    output reg [NBYTES*16-1:0] O=0
    );
    parameter NBYTES=2;
    genvar i;
    generate for (i=0; i<NBYTES*2; i=i+1)
        always@(I)
        if (I[4*i+3:4*i] >= 4'h0 && I[4*i+3:4*i] <= 4'h9)
            O[8*i+7:8*i] = 8'd48 + I[4*i+3:4*i];
        else
            O[8*i+7:8*i] = 8'd55 + I[4*i+3:4*i];
    endgenerate
endmodule
```

==> highlights.md <==
* worst path required time: 1120 ps
* share of synthesized cell area in full adder, half adder and majority cells: 0.213
* share of the yosys chip area belonging to registers: 0
* Synth cell types: 12
* most common library cells after synthesis: inv_1, ha_1
* placed inst area: 1080 um^2
* endpoint kind of the worst setup timing path: output port
* mean post-synth cell area: 8.23 um^2
* area figure in the yosys stat output: 469 um^2
* number of antenna violations at the first check in global routing: 0
* fraction of layout instances using a drive strength above 1: 0.770
* Cells after Synth: 57
* summed negative setup slack over all endpoints: -406 ps
* post-detailed-route count of antenna-violating nets: 0
* Final Hold Vio Count: 0
* number of vias per cell after detailed routing: 3.77
* Post-synth mux share: 0.0853
* total wire length after detailed routing: 2180 um
* maximum fanout along the worst path: 4
* simple-gate share of the synthesized area: 0.117
* Site Rows: 21
* total of buffers placed on input and output ports: 44
* vias in the first global route: 727
* ratio of total power to cell area: 300 nW/um^2
* critical path start-end classification: primary input to output port
* top comb family, area: AND-OR/OR-AND gates
* tally of max-capacitance violations: 0
* count leader, synth: inv_1
* CP cell instances: buf_8, inv_8, ha_4, nor2_4, buf_6, o21ai_4, mux2i_1, buf_2
* Max Transition Viols Final: 0
* DR pass1 iterations: 4
* final clock period utilization by the worst path: 1.11
* minimum hold slack: 890 ps
* family of cells with the greatest summed delay on the critical path: buffers and inverters
* ranking of synthesized cells by area: ha_1, o21ai_4, a21boi_2, inv_1, mux2i_1
* maximum single-stage delay on the critical path: 250 ps
* count of warnings emitted by yosys: 1
* number of DRC violations after detailed-routing iteration 0: 3
* routability cong.: 0.731
* setup repair after global routing missed its margin: true
* post-DP HPWL: 1480 um
* XOR-XNOR Cells, Area Fraction: 0.0747
* maximum number of pins on one net before global-route repair: 5
* violations in the final reports: setup timing
* leakage: 0.000723 uW
* number of setup violations in the final report: 9
* fp util: 0.137
* Worst Hold Class: primary input to output port
* total gr overflow: 0
* cell total in the yosys stat output: 57
* Die X-Extent: 80 um
* number of filler instances in the final layout: 306
* area inside the core boundary: 3420 um^2
* achievable frequency: 641 MHz
* layout clock buffer count: 0
* total via count in the routed design: 697
* Yosys top cell by area: ha_1
* area delta synth->final: 216%
* final routed wire length divided by cell count: 11.8 um
* Non-Filler Cell Area, Final: 1480 um^2
* crit path setup slack, layout: -160 ps
* buffer and inverter count on the worst path: 4
* area of the mapped netlist: 469 um^2
* area share, top type: 0.213
* startpoint type of the worst setup path: primary input
* worst vdd ir: 0.000123 V
* signal arrival time at the worst endpoint: 1280 ps
* cts-stage hold buffer count: 0
* Slowest-stage cell, CP: mux2i_1
* Die H: 80 um
* total global routing track utilization: 0.0584
* Seq cells: 0
* global-route wire length before repair: 3270 um
* chip area: 6400 um^2
* Flop area: 0 um^2
* post-route DRC violation count: 0
* Min Clock Period, post-route: 1560 ps
* result of the run: complete, but fails checks
* number of ports placed on the die boundary: 48
* diodes inserted: 0
* stage-log warning count: 38
* Combinational Area: 602 um^2
* Synth Area in Compound Gates: 0.341
through the flow:
step	worst slack, ps	power [uW]	util	cells
floorplan	205	98.4	-	60
global route	-190	485	0.434	185
finish	-160	445	0.434	185
global placement	-865	330	0.315	163
detailed placement	-859	331	0.315	163
CTS	-97.0	393	0.393	179
metal layers:
metal / share of wire / track usage / up-vias
met5: 0 / 0 / -
met4: 0 / 0 / 0
met3: 0.065 / 0.0148 / 0
met2: 0.49 / 0.0971 / 25
met1: 0.45 / 0.0785 / 328
li1: - / - / 344
power breakdown:
| group | internal (uW) | total [uW] | switching (uW) |
|---|---|---|---|
| logic | 280 | 445 | 165 |
| registers | 0 | 0 | 0 |
| clock network | 0 | 0 | 0 |
area by class of cell:
type	instances	share of cell area
timing repair buffer	83	0.477
inverter	12	0.0777
multi-input combinational	44	0.406
tap	46	0.0389
cells in the final DEF, fill, tap and decap left out, types with 5 or more instances in the layout:
master         synthesis  layout
buf_4                  4      28
ha_4                   0       8
dlygate4sd2_1          0      10
buf_8                  0       5
buf_6                  0      11
buf_2                  0      19
worst paths after layout:
| path | from | end | slack, ps | depth (start not counted) |
|---|---|---|---|---|
| worst max-delay path | I[9] | O[17] | -160 | 8 |
| worst min-delay path | I[10] | O[22] | 890 | 4 |
cell families (layout without fill, tap and decap cells):
group	count (synthesis)	count (layout)
AND/OR/NAND/NOR	8	8
AND-OR/OR-AND	16	16
adder cells (fa/ha/maj)	8	8
XOR/XNOR	4	4
multiplexers	4	4
buffers and inverters	16	95
other	1	4
what timing repair did:
item | in CTS | in global routing
resized | 189 | 32
endpoints found under the setup margin | 28 | 24
pin swaps | 22 | 19
setup buffers | 20 | 8
Power and IR drop assume default switching activity.
